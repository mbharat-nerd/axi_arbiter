File: ./design.v
interface axi_if #(
  parameter int DATA_WIDTH = 32,
  parameter int ADDR_WIDTH = 32,
  parameter int ID_WIDTH   = 4
) (
  input logic ACLK,
  input logic ARESETn
);
  logic [ID_WIDTH-1:0]     AWID;
  logic [ADDR_WIDTH-1:0]   AWADDR;
  logic [7:0]              AWLEN;
  logic [2:0]              AWSIZE;
  logic [1:0]              AWBURST;
  logic                    AWLOCK;
  logic [3:0]              AWCACHE;
  logic [2:0]              AWPROT;
  logic                    AWVALID;
  logic                    AWREADY;
  logic [DATA_WIDTH-1:0]   WDATA;
  logic [DATA_WIDTH/8-1:0] WSTRB;
  logic                    WLAST;
  logic                    WVALID;
  logic                    WREADY;
  logic [ID_WIDTH-1:0]     BID;
  logic [1:0]              BRESP;
  logic                    BVALID;
  logic                    BREADY;
  logic [ID_WIDTH-1:0]     ARID;
  logic [ADDR_WIDTH-1:0]   ARADDR;
  logic [7:0]              ARLEN;
  logic [2:0]              ARSIZE;
  logic [1:0]              ARBURST;
  logic                    ARLOCK;
  logic [3:0]              ARCACHE;
  logic [2:0]              ARPROT;
  logic                    ARVALID;
  logic                    ARREADY;
  logic [ID_WIDTH-1:0]     RID;
  logic [DATA_WIDTH-1:0]   RDATA;
  logic [1:0]              RRESP;
  logic                    RLAST;
  logic                    RVALID;
  logic                    RREADY;
  modport MASTER (
    input  ACLK, ARESETn,
    output AWID, AWADDR, AWLEN, AWSIZE, AWBURST, AWLOCK, AWCACHE, AWPROT,
           AWVALID,
    input  AWREADY,
    output WDATA, WSTRB, WLAST, WVALID,
    input  WREADY,
    input  BID, BRESP, BVALID,
    output BREADY,
    output ARID, ARADDR, ARLEN, ARSIZE, ARBURST, ARLOCK, ARCACHE, ARPROT,
           ARVALID,
    input  ARREADY,
    input  RID, RDATA, RRESP, RLAST, RVALID,
    output RREADY
  );
  modport SLAVE (
    input  ACLK, ARESETn,
    input  AWID, AWADDR, AWLEN, AWSIZE, AWBURST, AWLOCK, AWCACHE, AWPROT,
           AWVALID,
    output AWREADY,
    input  WDATA, WSTRB, WLAST, WVALID,
    output WREADY,
    output BID, BRESP, BVALID,
    input  BREADY,
    input  ARID, ARADDR, ARLEN, ARSIZE, ARBURST, ARLOCK, ARCACHE, ARPROT,
           ARVALID,
    output ARREADY,
    output RID, RDATA, RRESP, RLAST, RVALID,
    input  RREADY
  );
endinterface
interface axi_lite_if #(
    parameter ADDR_WIDTH = 32,
    parameter DATA_WIDTH = 32)
    (input logic ACLK,
     input logic ARESETn);
    logic [ADDR_WIDTH-1:0] AWADDR;
    logic AWVALID;
    logic AWREADY;
    logic [DATA_WIDTH-1:0] WDATA;
    logic [(DATA_WIDTH/8)-1:0] WSTRB;
    logic WVALID;
    logic WREADY;
    logic [1:0] BRESP;
    logic BVALID;
    logic BREADY;
    logic [ADDR_WIDTH-1:0] ARADDR;
    logic ARVALID;
    logic ARREADY;
    logic [DATA_WIDTH-1:0] RDATA;
    logic [1:0] RRESP;
    logic RVALID;
    logic RREADY;
    modport MASTER (
        input ACLK,
        input ARESETn,
        input AWREADY,
        input WREADY,
        input BRESP, BVALID,
        input ARREADY,
        input RDATA, RRESP, RVALID,
        output AWADDR, AWVALID,
        output WDATA, WSTRB, WVALID,
        output BREADY,
        output ARADDR, ARVALID,
        output RREADY);
   modport SLAVE (
        input ACLK,
        input ARESETn,
        input AWADDR, AWVALID,
        input WDATA, WSTRB, WVALID,
        input BREADY,
        input ARADDR, ARVALID,
        input RREADY,
        output AWREADY,
        output WREADY,
        output BRESP, BVALID,
        output ARREADY,
        output RDATA, RRESP, RVALID);
   modport MONITOR (
    input ACLK, ARESETn,
    input AWADDR, AWVALID, AWREADY,
    input WDATA, WSTRB, WVALID, WREADY,
    input BRESP, BVALID, BREADY,
    input ARADDR, ARVALID, ARREADY,
    input RDATA, RRESP, RVALID, RREADY);        
endinterface: axi_lite_if
module sv_pipeline 
    #(parameter WIDTH = 32)
    (input logic clk,
     input logic rst_n,
     input logic en,  
     input logic [WIDTH-1:0] din,
     output logic [WIDTH-1:0] dout);
     timeunit 1ns;
     timeprecision 1ps;
     always_ff @(posedge clk) begin
        if (!rst_n)
            dout <= '0;
        else
            if (en)
                dout <= din;            
     end
endmodule : sv_pipeline     
File: ./config.mk
export PLATFORM = sky130hd
export DESIGN_NAME = sv_pipeline
export DESIGN_NICKNAME = sv_pipeline
export VERILOG_FILES = /design/flow/design.v
export SDC_FILE = /design/flow/constraint.sdc
export NUM_CORES = 4
export LEC_CHECK = 1
export CORE_UTILIZATION = 30
export SYNTH_HDL_FRONTEND = slang
File: ./constraint.sdc
current_design sv_pipeline

set clk_period 1.0
set clk_io_pct 0.2

create_clock -name clk0 -period $clk_period [get_ports {clk}]

set non_clock_inputs [all_inputs -no_clocks]
set_input_delay [expr $clk_period * $clk_io_pct] -clock clk0 $non_clock_inputs
set_output_delay [expr $clk_period * $clk_io_pct] -clock clk0 [all_outputs]
File: ./run.sh
#!/bin/bash
# OpenROAD 26Q1-2900-gdf79404cd8, Yosys 0.63+post, stock flow scripts
make -C /OpenROAD-flow-scripts/flow DESIGN_CONFIG=/design/flow/config.mk WORK_HOME=/design/flow/orfs finish
==> results.yml <==
# synthesis and place-and-route metrics
outcome:
  status: "finished, final reports clean"
setup_path:
  cpPeakStageDelay_ns: 0.32
  crit_path_end_kind: "output port"
  timing.rr.start: "dout[8]"
  path_delay_family: "flip-flops"
  cp_data_required_time_ns: 0.80
  worstPathArrival_ns: 0.77
  crit_start: "dout[26]"
  crit_fanout: 2
  path_buffers: 1
  critPathKind: "reg -> out"
  setup.worst_path.start_class: "flip-flop"
  crit_slowest_cell: "dfxtp_2"
  path_cells: "clkdlybuf4s15_1"
die:
  die_area_sq_mm: 0.004407
  fp_util: 0.3109
  rows: 23
  die_h_um: 66.39
  die_w_um: 66.39
  io-pin-count: 67
  coreArea_sq_mm: 0.004000
worst_hold_path:
  min_from: "en"
  min_path_type: "in -> reg"
cts:
  post_cts_buffers: 0
  cts_tree: "yes"
  numCtsBuffers: 5
  clock_path_buffers: 2
  clock_latency_ns: 0.27
  ctsHoldBuffers: 0
  htree_levels: 2
  clkTransAtPathRegs_ns: 0.06
  ctsResizeCount: 96
  cts_sinks: 32
  root_buffer: "clkbuf_8"
grt:
  met1_usage: 0.1671
  grt_usage: 0.1238
  grt_pass1_vias: 926
  met3_usage: 0.04371
  gr-total-overflow: 0
  grt_antenna_before_repair: 0
  grt_max_degree: 21
  busiest_layer: "met2"
  use_met2: 0.1977
  grt_pass1_wl_um: 4043
drt:
  wl_per_cell_um: 11.20
  drtIter0Drc: 18
  vias: 925
  routed_wl_um: 2509
  drtPass1Iterations: 3
  antenna_cells: 0
  drc: 0
  drtAntennaViolNets: 0
  vias_per_cell: 4.129
sta:
  hold_viol: 0
  max_freq_mhz: 1034
  finClkSkew_ns: 0
  rsz0062_at_grt: "false"
  fin_hold_ws_ns: 0.4322
  relSlewSlack: 0.8868
  setup_viol: 0
  finalSetupTns_ns: 0
  drv_slew: 0
  fin_crit_sh: 0.9667
  finalCriticalPeriod_ns: 0.9667
  tightest_slew_ns: 0.1651
power:
  seqPwrFrac: 0.504
  power_density_mw_per_mm2: 1412
  swShare: 0.2052
  comb_power_share: 0.145
  clockPowerShare: 0.351
  total_power_w: 0.002788
  p_sw_w: 0.0005721
  ir_drop_mv: 0.7803
  internal-power_w: 0.002216
  p_leak_nw: 0.8713
synthesis:
  postSynthAreaPerCell_sq_um: 12.07
  ys_area_sq_mm: 0.001244
  synth_cells: 103
  top_area_frac: 0.5151
  netlist_area_sq_mm: 0.001244
  ys_top_cells_by_area: "dfxtp_1, mux2i_1, nor2b_1"
  synth_flops: 32
  synth-cells-yosys: 103
  yosys.area.top_type: "dfxtp_1"
  yosysWarnings: 0
  synth_cell_types: 6
  ys_seq_frac: 0.5151
final_layout:
  layout-drive-gt1-share: 0.3506
  largest_register: "dout"
  final_cell_mix: "clkdlybuf4s50_1, mux2i_1, nor2b_1, dfxtp_2, clkbuf_2"
  area_growth_pct: 58.75
  fill_cells: 347
  largest_reg_flops: 32
  reg_top3: "dout (32)"
  final_common_cell: "clkdlybuf4s50_1"
  design_area_sq_mm: 0.001974
  postLayoutCoreUtil: 0.4936
placed_design:
  gp_congestion: 0.6880
  io_buffer_count: 66
  dpl_cell_area_sq_mm: 0.001934
run:
  warnings: 25
  maxCapViolCount: 0
[layer usage]
layer	part of all wire	vias to the layer above
met5	0	-
met4	0.0072	0
met3	0.060	2
met2	0.48	29
met1	0.45	419
li1	-	475
[power groups by stage]
stage / Clock (W) / Sequential [W] / Combinational, W
CTS: 0.00103 / 0.00141 / 0.000434
global route: 0.00110 / 0.00141 / 0.000444
finish: 0.000979 / 0.00141 / 0.000405
[cells by family after synthesis]
logic type             Yosys count  share of synthesized area
buffers and inverters            7                    0.06640
flip-flops                      32                     0.5151
multiplexers                    32                     0.2575
AND/OR/NAND/NOR                 32                     0.1610
[synth_stat cells, drive strengths merged]
library cell,n
dfxtp,32
mux2i,32
buf,4
nor2b,32
clkbuf,3
[area by class of cell]
cell class / count / area [sq um] / area share
Clock buffer: 8 / 90.09 / 0.04563
Multi-Input combinational cell: 64 / 520.5 / 0.2636
Sequential cell: 32 / 680.7 / 0.3447
Tap cell: 50 / 62.56 / 0.03169
Timing Repair Buffer: 70 / 620.6 / 0.3143
[worst paths after layout]
kind / endpoint / slack (ns) / cells past startpoint
min reg2reg: dout[30] / 0.50 / 2
max reg2reg: dout[8] / 0.35 / 2
min: dout[25] / 0.43 / 4
max: dout[26] / 0.03 / 1
[through the flow]
| step | worst slack, ns | std cells |
|---|---|---|
| floorplan | 0.2122 | 103 |
| finish | 0.03334 | 224 |
| CTS | 0.004429 | 224 |
| detailed placement | -0.09530 | 216 |
| global placement | -0.06699 | 216 |
| global route | 0.0002675 | 224 |
No activity file was given, so power comes from the tool's default toggle rates.
